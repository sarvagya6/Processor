**/design/flow/config.mk**
```make
export PLATFORM = sky130hd
export DESIGN_NAME = cCU
export DESIGN_NICKNAME = cCU
export VERILOG_FILES = /design/flow/design.v
export SDC_FILE = /design/flow/constraint.sdc
export NUM_CORES = 4
export LEC_CHECK = 1
export CORE_UTILIZATION = 40
```
**/design/flow/constraint.sdc**
```tcl
current_design cCU

set clk_period 8.4
set clk_io_pct 0.2

create_clock -name clk0 -period $clk_period [get_ports {clk}]

set non_clock_inputs [all_inputs -no_clocks]
set_input_delay [expr $clk_period * $clk_io_pct] -clock clk0 $non_clock_inputs
set_output_delay [expr $clk_period * $clk_io_pct] -clock clk0 [all_outputs]
```
**/design/flow/design.v**
```verilog
module cCU (in, beq, blt, regWEN, aluOp, immSel, bSel, aSel, memRW, regSel, pcSel, brUn, clk);
input [31:0] in;
input beq, blt, clk;
output reg regWEN, immSel, bSel, aSel, memRW, regSel, pcSel, brUn;
output reg [3:0] aluOp;
integer count = 0;
	always @(posedge clk) begin
	if (count<5) begin
		count = count + 1;
		if (count < 2) regWEN = 0;
		if (count == 2) regWEN = 0;
		if (count == 4) regWEN = 1;
		end
	else begin
		 count = 0;
		end
			case (in[6:0])
			7'b0110011 : begin
							bSel = 0;
							aSel = 0;
							regSel = 1;
							pcSel = 0;
							immSel = 0;
							memRW = 0;
							brUn = 0;
											case(in[14:12])
												3'b000: begin
															if(in[30] == 1) aluOp = 0100;
															else aluOp = 0101;
															end 
												3'b100 : aluOp = 0001;
												3'b110 : aluOp = 0011;
												3'b111 : aluOp = 0010;
											endcase
							end
			7'b0010011 : begin
							immSel = 1;  
							bSel = 1;
							aSel = 0;
							regSel = 1;
							pcSel = 0;
							brUn = 0;
							memRW = 0;
											case(in[14:12])
												3'b000: begin
															if(in[30] == 1) aluOp = 0100;
															else aluOp = 0101;
															end 
												3'b100 : aluOp = 0001;
												3'b110 : aluOp = 0011;
												3'b111 : aluOp = 0010;
											endcase
							end
			7'b1100011 : begin  
							aluOp = 0101;
							immSel = 1;
							bSel = 1;
							aSel = 1;
							memRW = 0;
							regSel = 0;
								case(in[14:12])  
								3'b000 : begin
											brUn = 0;
											if (beq == 1) pcSel = 1;
											else pcSel = 0;
											end
								3'b001 : begin
											brUn = 0;
											if (beq == 0) pcSel = 1;
											else pcSel = 0;
											end
								3'b100 : begin 
											brUn = 0;
											if (blt == 1) pcSel = 1;
											else pcSel = 0;
											end
								3'b101 : begin 
												brUn = 0;
												if ((blt == 0) | (beq==1)) pcSel = 1;
												else pcSel = 0;
											end
								3'b110 : begin
												brUn = 1;
												if (blt == 1) pcSel = 1;
												else pcSel = 0;
											end
								3'b111 : begin
											brUn = 1;
											if ((blt == 0) | (beq==1)) pcSel = 1;
											else pcSel = 0;
											end
								endcase
							end
			7'b0100011 : begin
							aluOp = 0101;
							immSel = 1;
							bSel = 1;
							aSel = 0;
							memRW = 1;
							pcSel = 0;
							brUn = 0;
							regSel = 0;
							end
			7'b0000011 : begin
							aluOp = 0101;
							immSel = 1;
							bSel = 1;
							aSel = 0;
							memRW = 0;
							regSel = 0;
							pcSel = 0;
							brUn = 0;
							end 
			default	  : begin
							immSel = 0;
							bSel = 0;
							aSel = 0;
							memRW = 0;
							regSel = 0;
							pcSel = 1;
							aluOp = 0101;
							brUn = 0;
							end
			endcase 
		end
endmodule 
```
**/design/flow/run.sh**
```bash
#!/bin/bash
# OpenROAD 26Q1-2900-gdf79404cd8, Yosys 0.63+post, stock flow scripts
make -C /OpenROAD-flow-scripts/flow DESIGN_CONFIG=/design/flow/config.mk WORK_HOME=/design/flow/orfs finish
```
==> summary.txt <==
Purpose: to document the outcome of synthesis and place and route.

Layout
The finished cells cover 2800 µm². Summing all multi-input logic gate instances after layout gives 1450 µm². The share of post-route cells with drive strength above 1 is 7.24%.

Fill cells in the final layout number 568. From synthesis to final layout, the design area changed by 15.5%. The footprint of the flip-flops and latches is 861 µm².

Critical path
Data on the critical path is required at its endpoint by 8.38 ns. The endpoint of the most critical register-to-register path is regWEN. For the worst reg-to-reg path, the startpoint reported by OpenROAD is count[0]. The register-to-register setup slack is 5.25 ns. The type of element capturing the critical path is a flip-flop.

STA lists the maximum fanout along the critical path as 16. The length in cells of the worst reg-to-reg path is 7. The data arrival time of the critical path is 3.13 ns. The critical path is of the flip-flop to flip-flop type. The startpoint class of the critical path is a flip-flop.

Routing
The highest metal layer carrying signal wires in the routed design is met4. The average vias per placed instance is 5.44. Per the detail_route log, met3 wirelength is 200 µm. The vias after detailed routing is 2063. The wire length the detailed router placed on met1 is 2550 µm. The detail route stage leaves a number of antenna-violating nets equal to 0. Summed over all nets, wire length on met2 after detailed routing comes to 2280 µm. The violation count after the first detailed-route iteration is 144. The script logs the mean routed wire length per placed instance as 13.4 µm. The detailed-routing iteration count for the pre-antenna-repair pass is 4.

After detailed routing, the number of remaining DRC violations is 0. The antenna diode instance count is 0. The wire length after detailed routing is 5070 µm.

Run status
The run finished with clean final reports.

Synthesis
The compound-cell area share of the yosys netlist is 11.0%. The average footprint of a synthesized cell is 8.49 µm². For this run, the chip area from Yosys synthesis comes to 2430 µm². The portion of synthesized area spent on multiplexers is 0%. Warnings reported by Yosys during synthesis add up to 1. The synthesis stat section lists a flop and latch total of 42. The number of enable-type register cells in the synthesized netlist is 2. The area of the mapped netlist is 2430 µm². For this design, Yosys synthesis ends with a cell count of 286. Summing the areas of all and, or, nand and nor instances in the mapped netlist gives 35.3% of the synthesized area. Sequential elements use 35.5% of the synthesized area.

The share of the synthesized area in the top cell type is 33.0%. The proportion of synthesized flip-flops having asynchronous set or reset is 0%. Synthesis produced a netlist whose cell count is 286. The most popular library cell in the synthesized design by count is dfxtp_1.

The xor-xnor portion of the synthesized cell area is 11.2%. Per the synthesis report, the adder-cell share of the synthesized area is 2.06%. By area, the combinational part of the netlist is dominated by simple AND/OR/NAND/NOR gates.

The synthesis run shows the most used standard cells to be dfxtp_1, nor2_1, nand2_1. In the Yosys stats the netlist draws on 54 distinct library cells. In the post-synthesis netlist, the biggest area contributors are dfxtp_1, xor2_1, nor2_1. The commonest register cell after synthesis is dfxtp_1. Of all cell types, the one taking the most synthesized area is dfxtp_1.

Clocking
The count of clock tree sinks is 42. The root buffer selected by CTS is clkbuf_8. Post-CTS repair changed the size of 0 cells. The TritonCTS clock tree is done. The clock tree synthesis step divided the H-tree into 2 levels.

The clock reaches the later pin of the worst-skew pair after 0.30 ns. The number of buffers created by CTS is 5. The clock-pin slew on the worst setup and hold paths is 0.09 ns.

The count of hold-fix buffers inserted at cts is 0. The clock passes through at most 2 buffers. In this run the post-CTS setup repair buffer count came out at 0.

Worst hold path
The type of the tightest min-delay check is flip-flop to flip-flop. The number of stages on the worst hold path is 1. The hold-critical path endpoint is brUn. STA lists the startpoint of the worst hold path as brUn.

Timing
The worst-case max-slew headroom was logged as 44.4%. Subtracting the final worst setup slack from the clock period gives 3.15 ns. The transition time at the pin with the least slew margin is 0.828 ns.

The highest clock rate this design can be run at is 317 MHz. Per the final report, max-transition violations number 0. Per the finish-stage timing summary, setup violations number 0.

The setup clock skew after layout is 0.00639 ns. After routing, the total negative slack on setup checks comes to 0 ns. The number of failing hold endpoints at the final stage is 0. Dividing the final minimum period by the clock period gives 37.5%. The worst hold slack is 0.503 ns. Setup repair after global routing left no endpoint under its margin.

Die
The placeable core area is 5890 µm². The full die area is 6380 µm². From bottom edge to top edge, the die measures 79.9 µm.

The row count is 28. Before placement the cells fill 41.2% of the core. Measured along the x axis, the die boundary spans 79.9 µm.

The count of pins on the block boundary is 47.

Global routing
The number of antenna violations at the first check in global routing was 0. The first-pass GRT wire length is 8640 µm. Global routing used 17.5% of the available tracks.

Entering global routing, the biggest net connects 24 pins. The number of global-route vias before repair is 1829. The residual overflow from global routing is 0.

Pwr
Power spread over the standard cell area amounts to 134 nW/µm². The power report puts the leakage power at 1.08 nW. The overall power is 0.377 mW. The worst VDD IR drop from the latest analysis is 0.0871 mV.

Placement
At the end of routability-driven placement, the weighted congestion stood at 0.840. The post-DP HPWL is 3580 µm. The cell area after placement is 2690 µm².

In this run the tool buffered the top-level ports with 25 buffer cells.

Job
The tool warning count for the run is 49. The report counts max-capacitance violations totalling 0.
## worst max-delay path: stages (launching register included)
cell and delay (ns):
dfxtp_1 0.53, ha_1 0.27, nand3_1 0.29, nor4_4 0.71, nand4_1 0.16, a211oi_1 0.28
o22ai_1 0.17, o41ai_1 0.42
## metal layers
metal	vias to the layer above	GRT usage (%)
met3	4	3.13
met4	0	2.50
met5	-	0
li1	1055	-
met2	49	27.2
met1	955	26.4
## sequential cells by signal, indices dropped and copies added, names as in the netlist
signal  flops
count      32
aluOp       3
aSel        1
brUn        1
immSel      1
memRW       1
pcSel       1
regSel      1
regWEN      1
## through the flow
stage	setup WS [ns]	util, %	std cells
6_report	5.25	47.6	379
5_1_grt	4.93	47.6	379
4_1_cts	5.25	47.6	379
3_5_place_dp	5.24	45.7	371
3_3_place_gp	5.20	45.7	371
2_1_floorplan	5.84	-	286
## cell usage in the layout (no fill, tap or decap), types with 2 or more instances in the layout
cell	synthesis	layout
and3_1	5	5
xnor2_1	13	13
clkbuf_8	0	5
nor3_1	6	6
a21o_1	3	3
a31oi_1	3	2
and4_1	8	8
nor4_1	10	10
nand4_1	10	10
nand2_1	25	25
nor2_1	39	39
ha_1	4	4
a21oi_1	3	3
o211ai_1	2	2
nor2b_1	7	7
xor2_1	18	18
clkinvlp_4	0	2
inv_1	7	7
o21ai_0	7	7
and2_1	8	8
a211oi_1	2	2
clkdlybuf4s50_1	0	25
o22ai_1	2	2
nand4_2	2	2
nand3_1	15	15
or3_1	3	3
nor4_4	2	2
edfxtp_1	2	2
dfxtp_1	40	40
## cell families (layout without fill, tap and decap cells)
logic type	after synthesis	in the layout
and+or+nand+nor	150	150
xor gates and xnor gates	31	31
AOI/OAI and AO/OA	36	36
DFF	42	42
buffers and inverters	23	41
adders and majority gates	4	4
## worst max path at each step
stage / start / endpoint / slack (ns)
finish: count[0] / regWEN / 5.25
global route: count[0] / regWEN / 4.93
CTS: count[0] / regWEN / 5.25
## report_power, final
group	switching, mW	leakage, nW	internal [mW]
Sequential	0.000131	0.342	0.201
Combinational	0.00418	0.690	0.00786
Clock	0.0753	0.0504	0.0884
## cell type report
| cell class | instances | area share [%] |
|---|---|---|
| repair buffers | 26 | 9.19 |
| clock inverters | 3 | 1.61 |
| clock buffers | 5 | 2.45 |
| flip-flops and latches | 42 | 30.7 |
| inverters | 7 | 0.937 |
| multi-input cells | 221 | 51.8 |
| well taps | 75 | 3.35 |
No activity file was given, so power comes from the tool's default toggle rates.
