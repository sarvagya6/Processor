`flow/design.v`:
```
module cRegFileLab(clk, din, rd, rs1, rs2, rw, outA, outB, rst);
input [4:0]rd;  
input [4:0] rs1, rs2;  
input [31:0] din;  
input rw ;  
input rst;  
input clk;
integer i;  
output reg [31:0] outA , outB;
reg [31:0] mem [0:31];
always @(posedge clk) begin
if(rst==0) begin
	if (rw==1)
	mem[rd] <= din;  
	else begin
	outA <= mem[rs1];  
	outB <= mem[rs2];
	end 
end 
else begin
	for(i=0; i<32; i=i+1) begin  
		mem[i] <= 0;
	end
end 
end
endmodule
```
`flow/run.sh`:
```
#!/bin/bash
# OpenROAD 26Q1-2900-gdf79404cd8, Yosys 0.63+post, stock flow scripts
make -C /OpenROAD-flow-scripts/flow DESIGN_CONFIG=/design/flow/config.mk WORK_HOME=/design/flow/orfs finish
```
`flow/config.mk`:
```
export PLATFORM = sky130hd
export DESIGN_NAME = cRegFileLab
export DESIGN_NICKNAME = cRegFileLab
export VERILOG_FILES = /design/flow/design.v
export SDC_FILE = /design/flow/constraint.sdc
export NUM_CORES = 4
export LEC_CHECK = 1
export CORE_UTILIZATION = 50
```
`flow/constraint.sdc`:
```
current_design cRegFileLab

set clk_period 8.2
set clk_io_pct 0.2

create_clock -name clk0 -period $clk_period [get_ports {clk}]

set non_clock_inputs [all_inputs -no_clocks]
set_input_delay [expr $clk_period * $clk_io_pct] -clock clk0 $non_clock_inputs
set_output_delay [expr $clk_period * $clk_io_pct] -clock clk0 [all_outputs]
```
==> results.txt <==
run metrics: outcome=finished, final reports clean, number of standard cells reported by yosys=around 7000, R2R Path Start=mem[7][27], clock slew seen by the registers of the worst setup and hold paths=roughly 0.060 ns, CTS Buffer Depth=3, GRT met2 Usage=a little under three fifths, Top Layout Cells=nand2_1 (2252), a21oi_1 (1216), mux2i_1 (1024), dfxtp_1 (1024), Most common cell on crit path=buf_4, setup slack after layout=roughly 3.4 ns, pre-CTS setup slack=a little under 3 ns, Worst Setup Start Kind=input port, Routed WL=approximately 220000 um, Hold Path End=mem[25][30], post-synthesis cell count=roughly 7000, Tmin final=4.81 ns, switching share of power=a little over a quarter, Comb pwr share=roughly a tenth, Worst Path Required=between 8 and 9 ns, Routed WL per cell=about 27 um, post-cts resize count=0, Top area cell types=dfxtp_1 (37%), mux2i_1 (19%), nand2_1 (15%), DRT iter0 DRCs=between 5000 and 6000, post-CTS setup buffer count=0, # fillers=9915, Unique cell types=35, Worst Path Arrival=around 5.2 ns, CTS Buf Count=121, first-pass GRT wire length=between 300000 and 400000 um, Antenna Violating Nets Remaining=0, htree depth=3, chip height=around 330 um, VDD IR max=185 uV, Root Driver=clkbuf_16, crit path buf inv count=3, CP endpoint kind=register, final setup violation count=0, cell family with most CP delay=buffers and inverters, via/cell ratio=6.17, total number of vias=around 51000, area of the core=approximately 110000 sq um, max_slew headroom=28.0%, critical-path maximum fanout=38, Reg power frac=45.4%, Final Hold Vio Count=0, Mean Syn Cell Area=slightly below 8 sq um, Placer Congestion=between 0.9 and 1, Final Slew Violations=0, fmax=roughly 210 MHz, P_leak=around 22 nW, max_cap viols=0, FF-to-FF setup slack=roughly 6.3 ns, Critical Path Max Stage Delay=just under 0.7 ns, reg2reg path depth=5, OpenROAD warnings=28, Hold WS=roughly 0.47 ns, Ys Warns=1, Least-Margin Pin Slew=between 1 and 1.5 ns, Ports=roughly 110, worst r2r dst=outA[27], grt met1 use=between 50 and 60%, hold path cells=2, vias in the first global route=about 48000, critical path, cell by cell=clkdlybuf4s50_1, and2_4, buf_4, buf_4, a22o_1, nor3_1, a31oi_1, nand3_1, Commonest Layout Cell=nand2_1, Yosys chip area=55300 sq um, clock sink count=1088, non-filler cells, final=8296, area grow syn2layout=9.79%, fp util=50.6%, Slowest-stage cell, CP=buf_4, pwr/cell area=198 nW/um^2, post-layout util=~56%, CTS tree=built, initial antenna violation count=8, WS Path Type=input port to register, share of the synthesized area in the top cell type=~37%, DP HPWL=between 100000 and 150000 um, busiest layer in global routing=met1, # DRC=0, largest net degree at the start of global routing=between 100 and 150, P_sw=around 0.0031 W, synthesized area=between 50000 and 60000 sq um, clock latency on the worst-skew pair=0.73 ns, Internal=0.00888 W, met3 usage=between 10% and 20%, Hold-fix buffers, CTS=0, min-delay src=mem[25][30], HP Class=register to register, Setup Skew=~0.022 ns, total grt overflow=0, setup total negative slack=0 ns, DR pass1 iterations=8, clock power share=a little under half, RSZ-0062 raised after global routing=false, port bufs=113, share of cells above drive strength 1=under 10%, cell type with the largest total area=dfxtp_1, first element of the critical path=rs1[2], total die area=112000 sq um, die width=around 330 um, crit share post-route=about 60%, total track usage=around 40%, row cnt=~120, placed instance count=around 8100, sequential element share of the synthesized area=40.5%, # diodes=0, Synth flops=1088
==> state kept, by name, indices dropped and copies added, names as in the netlist <==
name / cells
mem: 1024
outB: 32
outA: 32
==> tightest hold or removal path, cell delays in order (launching register included) <==
cell and delay (ns):
dfxtp_1 0.32, nand2_1 0.05, a21oi_1 0.05
==> per-layer routing <==
metal / part of all wire, % / routed length [um]
met1: 40 / 89100
met2: 42 / 92200
met3: 14 / 30700
met4: 3.8 / 8350
met5: 0.049 / 108
==> layout make-up <==
class / count / area (sq um) / share of cell area (%)
clock buffers: 192 / 3690 / 6.07
multi-input cells: 5229 / 30000 / 49.3
well taps: 1476 / 1850 / 3.04
clock inverters: 32 / 258 / 0.425
repair buffers: 278 / 2530 / 4.17
inverters: 1 / 3.75 / 0.00618
flip-flops and latches: 1088 / 22400 / 36.9
==> cells in the mapped netlist (all sizes together) <==
cell	instances
and2	5
nand3b	3
or3b	2
nor3b	3
nand2b	5
nor2b	4
buf	346
and3b	2
edfxtp	64
a22o	128
nor2	39
a31oi	64
or2	4
nor3	65
clkbuf	315
inv	1
mux2i	1024
and3	1
or3	1
nand2	2278
dfxtp	1024
a22oi	192
a21oi	1216
nand3	193
==> metrics by stage <==
step                      area, sq um  power [W]
after floorplan                 55300    0.00621
after global placement          56800    0.00665
after detailed placement        56800    0.00665
after CTS                       60700     0.0120
after global routing            60700     0.0123
final                           60700     0.0120
==> power by group through the flow <==
stage	registers, W	logic, W	clock network, W
after CTS	0.00544	0.00109	0.00546
after global routing	0.00544	0.00117	0.00568
final	0.00544	0.00113	0.00543
==> worst max path at each step <==
stage,slack [ns],cells past startpoint,to
global route,3.42,8,outB[11]
CTS,3.67,8,outA[11]
finish,3.40,8,outA[11]
==> cell families after synthesis <==
family	after synthesis	synth area share, %
flops	1088	40.5
compound gates	1600	16.4
buf+inv	662	5.72
simple gates	2605	18.8
mux	1024	18.5
No activity file was given, so power comes from the tool's default toggle rates.
