## design/flow/config.mk

```make
export PLATFORM = sky130hd
export DESIGN_NAME = cRAM
export DESIGN_NICKNAME = cRAM
export VERILOG_FILES = /design/flow/design.v
export SDC_FILE = /design/flow/constraint.sdc
export NUM_CORES = 4
export LEC_CHECK = 1
export CORE_UTILIZATION = 30
export SYNTH_MEMORY_MAX_BITS = 65536
```

## design/flow/constraint.sdc

```tcl
current_design cRAM

set clk_period 11.5
set clk_io_pct 0.2

create_clock -name clk0 -period $clk_period [get_ports {clk}]

set non_clock_inputs [all_inputs -no_clocks]
set_input_delay [expr $clk_period * $clk_io_pct] -clock clk0 $non_clock_inputs
set_output_delay [expr $clk_period * $clk_io_pct] -clock clk0 [all_outputs]
```

## design/flow/design.v

```verilog
module cRAM(cSel, din, memA, clk, wEN, out);
input [31:0] din;
input [7:0] memA;
input [2:0] cSel;
input clk, wEN;  
output reg [31:0] out;
reg [255:0] c1 [0:7];
reg [255:0] c2 [0:7];
reg [255:0] c3 [0:7];
reg [255:0] c4 [0:7];
reg [255:0] c5 [0:7];
reg [255:0] c6 [0:7];
reg [255:0] c7 [0:7];
reg [255:0] c8 [0:7];
always @(posedge clk) begin 
	if(wEN == 0) begin
		case(cSel)
		3'b000 : out <= {c1[memA + 3], c1[memA + 2], c1[memA + 1], c1[memA]};
		3'b001 : out <= {c2[memA + 3], c2[memA + 2], c2[memA + 1], c2[memA]};
		3'b010 : out <= {c3[memA + 3], c3[memA + 2], c3[memA + 1], c3[memA]};
		3'b011 : out <= {c4[memA + 3], c4[memA + 2], c4[memA + 1], c4[memA]};
		3'b100 : out <= {c5[memA + 3], c5[memA + 2], c5[memA + 1], c5[memA]};
		3'b101 : out <= {c6[memA + 3], c6[memA + 2], c6[memA + 1], c6[memA]};
		3'b110 : out <= {c7[memA + 3], c7[memA + 2], c7[memA + 1], c7[memA]};
		3'b111 : out <= {c8[memA + 3], c8[memA + 2], c8[memA + 1], c8[memA]};
		default: out <= 0;
		endcase
	end 
	else begin
		case(cSel)
		3'b000 : begin
			c1[memA + 3] <= din[31:24];
			c1[memA + 2] <= din[23:16];
			c1[memA + 1] <= din[15:8];
			c1[memA] <= din[7:0];
			end
		3'b001 : begin
			c2[memA + 3] <= din[31:24];
			c2[memA + 2] <= din[23:16];
			c2[memA + 1] <= din[15:8];
			c2[memA] <= din[7:0];
			end
		3'b010 : begin
			c3[memA + 3] <= din[31:24];
			c3[memA + 2] <= din[23:16];
			c3[memA + 1] <= din[15:8];
			c3[memA] <= din[7:0];
			end
		3'b011 : begin
			c4[memA + 3] <= din[31:24];
			c4[memA + 2] <= din[23:16];
			c4[memA + 1] <= din[15:8];
			c4[memA] <= din[7:0];
			end
		3'b100 : begin
			c5[memA + 3] <= din[31:24];
			c5[memA + 2] <= din[23:16];
			c5[memA + 1] <= din[15:8];
			c5[memA] <= din[7:0];
			end
		3'b101 : begin
			c6[memA + 3] <= din[31:24];
			c6[memA + 2] <= din[23:16];
			c6[memA + 1] <= din[15:8];
			c6[memA] <= din[7:0];
			end
		3'b110 : begin
			c7[memA + 3] <= din[31:24];
			c7[memA + 2] <= din[23:16];
			c7[memA + 1] <= din[15:8];
			c7[memA] <= din[7:0];
			end
		3'b111 : begin
			c8[memA + 3] <= din[31:24];
			c8[memA + 2] <= din[23:16];
			c8[memA + 1] <= din[15:8];
			c8[memA] <= din[7:0];
			end
		default: c1[memA] <= 8'b00000000;
		endcase
	end
end
endmodule
```

## design/flow/run.sh

```bash
#!/bin/bash
# OpenROAD 26Q1-2900-gdf79404cd8, Yosys 0.63+post, stock flow scripts
make -C /OpenROAD-flow-scripts/flow DESIGN_CONFIG=/design/flow/config.mk WORK_HOME=/design/flow/orfs finish
```

==> run notes <==
Implementation results are summarized by area below.

Detailed routing
The total via count in the routed design is roughly 32,000. The aggregate routed wire length is 153 mm. TritonRoute output was used to compute an average wire per cell of around 29 µm.

The count of antenna diodes in the layout is 0. The number of design-rule violations left by the first detailed-router iteration is 3,083. Per the detail_route report, vias per standard cell equal approximately 6.

In the log, the iteration count for the first detailed-route pass is 6. The remaining antenna violation count after routing is 0. In the routed design, unresolved DRC markers number 0.

Logic synthesis
Once synthesis finished, the tally of register bits stood at 520. The synthesized netlist contains between 70 and 80 unique library cells. The share of Yosys cell area claimed by the top area cell type is 40.5%. The post-synth tally of flip-flops with integrated enable is about 520. The combined area of all synthesized cells is between 0.03 and 0.04 mm². The cell type with the highest aggregate area in the netlist is edfxtp_1.

Of the synthesized area, sequential elements account for about 41%. Sorting the synthesized cells by area gives the leading types as edfxtp_1 41%, mux2i_1 15%, a211oi_1 9.9%, a21o_1 9.8%, nor2_1 6.0%. The number of cells in the yosys synthesis report is 3,850. Warnings reported by Yosys during synthesis add up to 1. Each instance of the synthesized netlist takes up on average between 10 and 15 µm². The summed standard-cell area reported by yosys is between 0.03 and 0.04 mm².

The prevailing post-synth register cell is edfxtp_1. In the synthesized netlist the async set-or-reset flop fraction comes to 0%. The number of instances in the synthesized netlist is between 3,000 and 4,000.

Floorplanning
The core region is around 0.13 mm². The starting density of the core is 30.2%. The floorplan step set the die height to ~360 µm.

For reference, the placement row count at floorplan is between 100 and 150. The boundary pin count is 77. The die is roughly 360 µm wide. In this run the full chip footprint comes out at between 0.1 and 0.15 mm².

Global routing
The initial antenna violation count was 2. The via count of the first global-routing pass came to 30,000. The overall global routing resource usage is 23.9%. After global routing the overflow that remains totals 0. The wire length of the first global-routing pass is 219 mm.

The maximum number of pins on one net before global-route repair is about 45.

CTS
The clock edge transition at the registers on the reported setup and hold paths is about 60 ps. Post-CTS repair changed the size of 0 cells. The tree is rooted in a clkbuf_16. The CTS tree is done.

For this design, the sink count on the clock tree is between 500 and 600. The number of buffers on the longest clock path is 3. The worst-skew pair later-pin latency is around 670 ps. The post-cts hold-fix buffer tally is 0. The buffers inserted during post-CTS setup optimization is 0. The H-tree was split into 2 levels. Buffers inserted during clock tree synthesis total 61.

Worst setup path
The worst setup path category is in2reg. For reference, the critical path cell chain is buf_6 -> buf_4 -> buf_4 -> buf_4 -> mux2_2 -> a221oi_1 -> o221ai_1 -> nand3b_1 -> a31oi_1 -> o31a_1. For the worst setup path, the data required time is around 12,000 ps. The reg-to-reg setup timing slack is between 8000 and 9000 ps.

STA classifies the critical path endpoint as a flip-flop. The sum of buffers and inverters on the critical path is 4. The kind of cell with the highest combined delay along the critical path is buffers and inverters. The endpoint of the most critical register-to-register path is out[3]$_DFFE_PN_.

The data arrival time of the critical path is roughly 6000 ps. The most used cell along the critical path is buf_4. The worst reg-to-reg path cell count is 4. Among all stages on the critical path, the maximum delay recorded is roughly 650 ps. Along the worst path, the maximum fanout reaches 38. STA classifies the critical path startpoint as an input port.

The launch point of the critical path is memA[2]. The timing report shows that the slowest cell on the worst path is buf_4. In this run the critical register-to-register path is launched from c3[3][3]$_DFFE_PP_.

Hold path
The type of the worst min-delay path is reg2reg. The hold-critical path endpoint is out[6]$_DFFE_PN_. The number of cells on the worst hold path is listed as 3. The origin of the worst min-delay path is c1[1][6]$_DFFE_PP_.

Timing
The final cycle utilization of the critical path is 48.2%. Setup total negative slack on the finished layout was measured at 0 ps. The smallest clock period supported by the final layout is computed as 5540 ps. The measured slew at the worst slew-check pin is roughly 1200 ps. The count of final hold-check violations is 0. For this run, the final setup violation count is recorded as 0. Setup repair after global routing left no endpoint under its margin. The worst max-slew margin expressed relative to the limit is between 10% and 20%.

Max-slew check failures listed in the final report amount to 0. Based on the critical path, the design can be clocked at up to 180 MHz. After layout, the setup clock skew is reported as 24.8 ps.

Finish
Once layout is done, the placed cells without fillers occupy between 0.04 and 0.05 mm². The share of final-layout standard cells stronger than drive strength 1 is between 10% and 20%. Once layout is complete, the cells apart from fillers number 5,294. In the layout the commonest cells are 618 x nor2_1, 593 x mux2i_1, 520 x edfxtp_1. Compared with the post-synthesis result, the final layout area differs by 7.74%. Among logic cells in the layout, the one with the most instances is nor2_1.

Place
The post-detailed-placement cell area is ~0.040 mm². The final estimated routing congestion in global placement is a little under 1. The number of port buffers is 47. The half-perimeter wire length after placement is between 90 and 100 mm. Including well taps, the total number of placed cells is 5,187.

Pwr
The cell internal power dissipation is 3.51 mW. The script extracted a total leakage power of 15.0 nW. The total net switching power is 1.41 mW. The switching part of the total power is ~29%. The proportion of power drawn by combinational gates is approximately 17%. The largest voltage drop on the vdd net is 0.109 mV. In this run the power density over the cells is about 120 mW/mm². The flow reports that sequential cells draw approximately 44% of the design power. The part of the power in the clock network is 39.4%.

Job
In this run the tools logged warnings totalling 31. The number of maximum-capacitance constraint violations is 0.

Outcome
The flow ran to the end, and the final reports show no timing, DRC or antenna violations.
power groups by stage:
| stage | registers, mW | logic [mW] | clock network (mW) |
|---|---|---|---|
| after CTS | 2.17 | 0.783 | 1.96 |
| final | 2.17 | 0.810 | 1.94 |
| after global routing | 2.17 | 0.839 | 2.02 |
Yosys cell counts, drive strengths merged, types with 11 or more instances:
master,n
mux4,30
o21ai,51
edfxtp,520
a221oi,54
o22ai,16
o211ai,11
mux2i,593
nand3,19
a21oi,36
a21o,504
nor2,685
clkbuf,302
a22oi,28
nand2,122
buf,225
a211oi,508
mux2,27
layer usage:
layer  track usage, %  share of wire (%)  wire, µm  vias up
li1                 -                  -         -    14000
met1             31.0                 38     57600    15500
met2             34.3                 43     65600     2019
met3             12.3                 14     22200      418
met4             9.66                5.1      7810        4
met5                0              0.024        37        -
worst max-delay path by stage:
stage	to	slack, ps	cells past startpoint
final	out[7]$_DFFE_PN_	5960	10
after global routing	out[7]$_DFFE_PN_	5920	10
after CTS	out[7]$_DFFE_PN_	6090	10
metrics by stage:
stage / utilization [%] / hold WS (ps) / setup WS (ps) / power [mW]
after global placement: 31.1 / 694 / 5450 / 2.98
after global routing: 32.6 / 736 / 5920 / 5.03
after detailed placement: 31.1 / 703 / 5410 / 2.99
after CTS: 32.6 / 713 / 6090 / 4.91
after floorplan: - / 599 / 6270 / 2.69
final: 32.6 / 711 / 5960 / 4.92
sequential cells by signal, indices dropped and copies added (netlist names):
register / count
c6: 64
c4: 64
c2: 64
c1: 64
c7: 64
c5: 64
out: 8
c8: 64
c3: 64
area by class of cell:
cell class                 instances  area (µm²)
timing repair buffer             179        1380
sequential                       520       15600
clock inverter                    39         355
tap                             1662        2080
multi-input combinational       2820       20500
fill                           12700       86000
inverter                           6        22.5
clock buffer                      68        1550
worst reg2reg max path: stages (launching register included):
cell,delay (ps)
edfxtp_1,390
mux4_2,480
mux2i_1,670
o221ai_1,400
o31a_1,370
cell families after synthesis:
group,count (synthesis),synth area share (%)
muxes,650,17.9
and+or+nand+nor,869,10.3
buffers and inverters,533,6.52
adders and majority gates,2,0.0649
other,1,0.00973
AOI/OAI and AO/OA,1265,24.4
DFF,520,40.5
xor gates and xnor gates,10,0.227
No activity file was given, so power comes from the tool's default toggle rates.
